===== flow/design.v =====
module dc_blocker #(
    parameter int WIDTH = 32,
    parameter int DC_BLOCK_SHIFT = 10
)(
    input  bit clk,
    input  bit rst,
    input  bit ena,
    input  bit [WIDTH-1:0] data_in ,
    output bit [WIDTH-1:0] data_out
);
    bit signed [WIDTH-1:0] dc_yn = 0; 
    bit signed [WIDTH-1:0] dc_yn_reg = 0;
    always_ff @(posedge clk) begin
        if(ena) begin
            dc_yn <= data_in  - dc_yn_reg;
            dc_yn_reg <= (dc_yn >>> DC_BLOCK_SHIFT) + dc_yn_reg;
            data_out <= dc_yn;
        end
        if(rst) begin
            dc_yn <= 0;
            dc_yn_reg <= 0;
        end
    end
endmodule: dc_blocker

===== flow/run.sh =====
#!/bin/bash
# OpenROAD 26Q1-2900-gdf79404cd8, Yosys 0.63+post, stock flow scripts
make -C /OpenROAD-flow-scripts/flow DESIGN_CONFIG=/design/flow/config.mk WORK_HOME=/design/flow/orfs finish

===== flow/config.mk =====
export PLATFORM = sky130hd
export DESIGN_NAME = dc_blocker
export DESIGN_NICKNAME = dc_blocker
export VERILOG_FILES = /design/flow/design.v
export SDC_FILE = /design/flow/constraint.sdc
export NUM_CORES = 4
export LEC_CHECK = 1
export CORE_UTILIZATION = 30
export SYNTH_HDL_FRONTEND = slang

===== flow/constraint.sdc =====
current_design dc_blocker

set clk_period 12.7
set clk_io_pct 0.2

create_clock -name clk0 -period $clk_period [get_ports {clk}]

set non_clock_inputs [all_inputs -no_clocks]
set_input_delay [expr $clk_period * $clk_io_pct] -clock clk0 $non_clock_inputs
set_output_delay [expr $clk_period * $clk_io_pct] -clock clk0 [all_outputs]

==> Slide: Implementation Results <==
Key Metrics from the Run

Outcome
  • Run status: complete, no violations

Logic synthesis
  • Commonest cells in the netlist: dfxtp_1, nor2_1, ha_1, a21oi_1, nand2_1
  • Synth Register Bits: approximately 96
  • YS chip area: 0.00621 sq mm
  • Post-synthesis cell type count: 54
  • Yosys top cell by instances: dfxtp_1
  • Cell area after synthesis: 0.00621 sq mm
  • Seq share, synth: a little over a third
  • Yosys warnings: 0
  • Library cell with the largest summed area after synthesis: dfxtp_1
  • Number of flops mapped to enable cells by yosys: 32
  • Main flop type: dfxtp_1
  • Post-synthesis area per instance: 9.18 sq um
  • Cell types occupying the most area after synthesis: dfxtp_1, edfxtp_1, ha_1, mux2i_1, a21oi_1
  • Share of the synthesized area in the top cell type: 20.6%
  • Synth Instances: 676
  • Count of instantiated cells in the yosys netlist: 676
  • Post-synth ARST share: 0%

Global routing
  • Tot GR Track Use: 14.5%
  • Global-route wire length before repair: 23800 microns
  • Gr ovfl total: 0
  • Vias in the first global route: 4534
  • Antenna violations before repair: 0
  • Pin count of the biggest net entering global routing: 56

Floorplanning
  • Die extent in y: 146 microns
  • Horizontal die dimension: 146 microns
  • Overall die area: 0.0213 sq mm
  • Core Rows: 52
  • Share of the core filled by cells before placement: 30.7%
  • Core area: 0.0202 sq mm
  • I/O pins: 67

STA
  • Final tally of max-slew violations: 0
  • Final worst-path cycle share: a little over two fifths
  • Hold Worst Slack: 426 ps
  • Max Clock Skew: 13.3 ps
  • RSZ-0062 raised after global routing: no
  • Setup total negative slack: 0 ps
  • Transition time of the tightest slew-check pin: approximately 740 ps
  • Highest clock frequency the design can meet: 187 MHz
  • Final critical delay including setup and external delays: 5340 ps
  • Slew margin rel.: 50.9%
  • Final-report hold violation count: 0
  • Final Setup Violations: 0

Cells and area
  • FF+latch area: 0.00224 sq mm
  • Area growth from synthesis to layout: 20.1%
  • Filler Cells Inserted: 2013
  • Area of combinational cells with multiple inputs: 0.00372 sq mm
  • Share of layout cells above drive strength 1: 4.72%
  • Number of flip-flops in the largest register: 64
  • Final Instance Count excl. Fillers: roughly 1000

Critical path
  • Largest fanout of any net on the critical path: 3
  • Reg-to-reg setup timing slack: 9130 ps
  • Setup Crit Path Kind: in -> reg
  • Data arrival at the endpoint of the critical path: 5610 ps
  • Capturing element type of the critical path: register
  • Worst path required time: 12970 ps
  • Startpoint type of the worst setup path: input port

Flow run
  • Number of warnings the tools reported: 25
  • Tally of max-capacitance violations: 0

Placed design
  • Sum of net half-perimeters after detailed placement: 10800 microns
  • Total of buffers placed on input and output ports: between 60 and 70
  • Placed cell count: about 1000
  • Final weighted congestion of routability-driven global placement: between 0.9 and 1

Detailed routing
  • Antenna viol nets, final: 0
  • Number of vias after detailed routing: 4918
  • DRT Pass-1 Iters: 4
  • Routed length per placed instance: 14.4 microns
  • Antenna cells: 0
  • Routed vias/inst: 4.86
  • Number of design-rule violations left by the first detailed-router iteration: 358
  • Routed wire length: 14600 microns
  • Number of design rule violations left after detail routing: 0

Power
  • Ratio of total power to cell area: around 140 mW/mm^2
  • Clock power share: 27.7%
  • Fraction of power consumed by sequential logic: between 30 and 40%
  • Part of the power in combinational logic: 33.7%
  • Total internal power: roughly 680 uW
  • Psw: 347 uW
  • Power Total: 1030 uW
  • Leak Pwr: between 0.003 and 0.004 uW
  • Switching share of power: about a third
  • Peak supply drop: slightly above 0.07 mV

CTS
  • Maximum root-to-sink buffer count: 2
  • Insertion Delay late pin: ~360 ps
  • Number of buffers added by the clock tree synthesis step: 9
  • Clock tree from TritonCTS: built
  • Number of hold buffers added after cts: 0
  • Number of sinks driven by the clock tree: 96
  • Postcts setup bufs: 0
  • Post-cts gate resize count: 0
  • Clk Tree Root Cell: clkbuf_16
  • Clock-pin slew of the registers on the worst-case setup and hold paths: 70 ps
  • Number of levels the H-tree was split into: 3

Min path
  • Path class of the lowest-slack min-delay path: reg -> reg
## final cells by class
type / instances / share of cell area [%]
Multi-Input combinational cell: 516 / 49.9
Sequential cell: 96 / 30.1
Timing Repair Buffer: 69 / 9.06
Tap cell: 270 / 4.53
Clock buffer: 10 / 3.07
Inverter: 45 / 2.27
Clock inverter: 6 / 1.04
## power groups by stage
stage / registers, uW / clock network (uW) / logic (uW)
global route: 402 / 307 / 390
CTS: 397 / 295 / 348
finish: 396 / 285 / 347
## path summary, 6_finish.rpt
kind | from | to | depth (start not counted)
worst max-delay path | data_in[0] | dc_yn[30] | 14
worst min register to register | dc_yn[9] | data_out[9] | 0
worst min-delay path | dc_yn[9] | data_out[9] | 0
worst max register to register | dc_yn[10] | dc_yn_reg[28] | 12
## per-stage QoR
step / area (sq um) / worst slack [ps] / utilization, %
floorplan: 6210 / 7800 / -
global placement: 7150 / 7040 / 35.3
detailed placement: 7150 / 7030 / 35.3
CTS: 7450 / 7370 / 36.8
global route: 7450 / 7120 / 36.8
finish: 7450 / 7360 / 36.8
## critical path: stages
cell	delay [ps]
clkdlybuf4s50_1	460
inv_1	40
ha_1	210
fa_1	410
nor2b_1	130
o21a_1	130
o21ai_0	140
a31o_2	270
a311oi_1	390
a221oi_2	160
o21ai_1	300
a31oi_1	140
xor2_1	150
o21ai_0	140
## routing by layer
| metal | routed length, microns | global-route usage [%] | vias up |
|---|---|---|---|
| met5 | 0 | 0 | - |
| met4 | 213 | 1.79 | 0 |
| met3 | 644 | 2.37 | 13 |
| met2 | 6280 | 21.7 | 90 |
| met1 | 7470 | 22.9 | 2259 |
| li1 | - | - | 2556 |
## kinds of logic (layout without fill, tap and decap cells)
group           Yosys count  after routing  synth area share [%]
xor+xnor                 56             56                  7.90
mux                      38             38                  6.21
flops                    96             96                  36.1
compound gates          195            195                  20.7
buf+inv                  64            130                  3.89
simple gates            163            163                  12.0
fa+ha+maj                64             64                  13.1
## cells in the final DEF, fill, tap and decap left out, types with 4 or more instances in the layout
cell	count
a211oi_1	11
a21o_1	27
a21oi_1	56
a31oi_1	14
and3_1	6
buf_4	4
clkbuf_16	9
clkdlybuf4s50_1	64
dfxtp_1	64
edfxtp_1	32
ha_1	62
inv_1	45
mux2i_1	37
nand2_1	47
nand2b_1	11
nand3_1	7
nand4_1	4
nor2_1	63
nor2b_1	12
o211ai_1	5
o21a_1	7
o21ai_0	39
o21ai_1	4
o21bai_1	6
xnor2_1	28
xor2_1	28
Power figures rest on the tool's default switching activity, not on a simulated workload.
