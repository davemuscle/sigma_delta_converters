==> flow/design.v <==
module sigma_delta_dac #(
    parameter int DAC_BITLEN = 16
)(
    input bit clk,
    input bit rst,
    input bit [DAC_BITLEN-1:0] dac_input,
    output bit dac_pin
);
    bit [DAC_BITLEN:0] acc1 = 0;
    always_ff @(posedge clk) begin
        acc1 <= acc1[DAC_BITLEN-1:0] + dac_input;
        dac_pin <= acc1[DAC_BITLEN];
        if(rst) begin
            dac_pin <= 0;
            acc1 <= 0;
        end
    end
endmodule: sigma_delta_dac
==> flow/run.sh <==
#!/bin/bash
# OpenROAD 26Q1-2900-gdf79404cd8, Yosys 0.63+post, stock flow scripts
make -C /OpenROAD-flow-scripts/flow DESIGN_CONFIG=/design/flow/config.mk WORK_HOME=/design/flow/orfs finish
==> flow/config.mk <==
export PLATFORM = sky130hd
export DESIGN_NAME = sigma_delta_dac
export DESIGN_NICKNAME = sigma_delta_dac
export VERILOG_FILES = /design/flow/design.v
export SDC_FILE = /design/flow/constraint.sdc
export NUM_CORES = 4
export LEC_CHECK = 1
export CORE_AREA = 10 10 84 84
export DIE_AREA = 0 0 94 94
export SYNTH_HDL_FRONTEND = slang
==> flow/constraint.sdc <==
current_design sigma_delta_dac

set clk_period 6.2
set clk_io_pct 0.2

create_clock -name clk0 -period $clk_period [get_ports {clk}]

set non_clock_inputs [all_inputs -no_clocks]
set_input_delay [expr $clk_period * $clk_io_pct] -clock clk0 $non_clock_inputs
set_output_delay [expr $clk_period * $clk_io_pct] -clock clk0 [all_outputs]
==> impl_metrics.ini <==
; flow metrics
[outcome]
outcome = completed

[placed_design]
buffer_ports.inserted = 18
post-dp-hpwl_um = 1970
gp_routability_congestion = 0.835

[layout]
drive_gt1_share_pct = 5.84
mostFrequentLayoutCells = 18 x dfxtp_1, 18 x clkdlybuf4s50_1, 16 x nor2_1, 16 x ha_1, 15 x a21oi_1
area.growth.synth_to_final_pct = 24.4

[worst_setup_path]
cp_data_required_time_ns = 6.34
worstSetupEndpointType = flip-flop
startpoint_type = primary input
crit_arrival_ns = 3.53
timing.critical_path.fanout_max = 5
critical-path-slowest-cell = fa_1
timing.critical_path.cells = clkdlybuf4s50_1 > ha_1 > fa_1 > a21o_1 > a31oi_2 > nor3_1 > a311oi_1 > mux2_1
cpPeakStageDelay_ns = 0.41
critical_path_buf_inv_count = 1
critPathKind = in2reg
cpLargestDelayFamily = AND-OR/OR-AND gates

[pwr]
power.density_mw_per_mm2 = 408
intPower_uw = 367
leak_pwr_uw = 0.000615
maximum_vdd_ir_drop_mv = 0.135
power.clock.fraction_pct = 13.5
totalPowerFinal_uw = 607
combPwrFrac_pct = 57.8
sw_frac_of_total_pct = 39.5
pwr-share-seq_pct = 28.7
power_switching_uw = 240

[route]
antennaDiodeCount = 0
drt_drc_violations_left = 0
total_wirelength_um = 2470
max_layer_used = met4
routed_via_count_divided_by_cell_count = 4.39
wirelength_met1_um = 1340
route.met3.wl_um = 125
route.detailed.wl_per_inst_um = 11.0
met2WireLength_um = 997
drt_first_pass_iters = 4
initialDrtViolationCount = 70
detail-route-antenna-nets = 0
via_count = 984

[final_timing]
final.period_utilization_pct = 54.6
maxClockFrequency_mhz = 295
totalNegativeSetupSlack_ns = 0
max_slew_margin_pct = 44.3
clock_skew_ns = 0.000754
finalHoldViolations = 0
setup_viol = 0
layout_min_cycle_time_ns = 3.39
slew_worst_pin_ns = 0.832
final_max_slew_viol_count = 0
rsz0062_at_grt = no

[yosys]
yosys_most_used_dff = dfxtp_1
ys_sh_adder_pct = 18.4
synth.cellmix.compoundShare_pct = 22.5
yosys.area_share.xor_xnor_pct = 5.86
yosys_register_bits = 18
synth_seq_share_pct = 30.2
synth-cells-yosys = 137
yosys.cell_types.count = 41
postSynthCellCount = 137
avgSynthCellArea_um2 = 8.72
logic_family = AND-OR/OR-AND gates
synth.area.mux_share_pct = 4.61
post_synth_and_or_nand_nor_area_fraction_pct = 15.7
synth-area-yosys_mm2 = 0.00119
edf_count = 0
syn_area_mm2 = 0.00119
ys.warnings.count = 0
async_flop_share_pct = 0

[job]
tool_warnings = 25
max_cap_viols = 0

[cts]
cts.sink_count = 18
ctsHoldBuffers = 0
ctsLongestPathBuffers = 2
clock-root-buffer = clkbuf_8
htreeDepth = 1
path_clk_slew_ns = 0.07
quantity_of_gates_resized_following_cts = 0
cts.repair_timing.setup_buffer_count = 0
clock_insertion_delay_worst_skew_ns = 0.25
numCtsBuffers = 3
cts_tree = built

[global_route]
antenna_found_initial = 0
grt_pass1_vias = 963
wire_length_of_the_first_global_routing_pass_um = 4380
grt_start_max_net_pins = 24
grtUsageTotal_pct = 5.86
grt.overflow.total = 0

[floorplanning]
io_pins = 19
placeableCoreArea_mm2 = 0.00520
chip_area_mm2 = 0.00884
fp.dieW_um = 94
placementRows = 26
die_y_um = 94
core_util_floorplan_pct = 23.0

[min_path]
worst_hold_path_type = reg2reg
synthesized netlist by cell type (2+ instances only):
cell | number | share of area, %
o31ai_1 | 2 | 1.3
o22ai_1 | 3 | 1.6
or3_1 | 2 | 1.0
mux2_2 | 3 | 2.8
nand2_1 | 6 | 1.9
ha_1 | 16 | 17
a21o_1 | 3 | 1.9
inv_1 | 4 | 1.3
o211ai_1 | 2 | 1.3
xor2_1 | 5 | 3.7
nor2_1 | 16 | 5.0
dfxtp_1 | 18 | 30
a311oi_1 | 2 | 1.5
a21oi_1 | 15 | 6.3
xnor2_1 | 3 | 2.2
nor2b_1 | 6 | 3.1
o21ai_0 | 6 | 2.5
nand3_1 | 2 | 0.84
state kept, by name (all words and copies together) (netlist names):
register and flops:
dac_pin 1, acc1 17
area by class of cell:
type	instances	area, µm²
Fill cell	584	3720
Clock buffer	3	41.3
Timing Repair Buffer	18	180
Multi-Input combinational cell	111	802
Sequential cell	18	360
Tap cell	70	87.6
Inverter	4	15.0
metal layers:
layer | global-route usage, % | vias to the layer above
met2 | 8.81 | 21
met4 | 0.380 | 0
met3 | 1.70 | 2
met1 | 8.48 | 429
li1 | - | 532
met5 | 0 | -
worst paths after layout:
path / slack, ns / to / startpoint / cells after the start
setup reg to reg: 3.93 / acc1[10] / acc1[0] / 7
hold / removal: 0.44 / dac_pin / acc1[16] / 1
setup / recovery: 2.81 / acc1[10] / dac_input[0] / 8
hold reg to reg: 0.44 / dac_pin / acc1[16] / 1
power by group through the flow:
stage,clock network [µW],logic (µW),registers (µW)
finish,81.7,351,174
global route,91.8,401,179
CTS,85.9,351,175
metrics by stage:
| stage | worst slack, ns | hold slack (ns) | cells | area [µm²] | utilization [%] |
|---|---|---|---|---|---|
| 2_1_floorplan | 3.10 | 0.414 | 137 | 1190 | - |
| 3_3_place_gp | 2.54 | 0.419 | 221 | 1450 | 27.8 |
| 3_5_place_dp | 2.56 | 0.429 | 221 | 1450 | 27.8 |
| 4_1_cts | 2.82 | 0.445 | 224 | 1490 | 28.6 |
| 5_1_grt | 2.73 | 0.462 | 224 | 1490 | 28.6 |
| 6_report | 2.81 | 0.441 | 224 | 1490 | 28.6 |
logic make-up after synthesis:
group,after synthesis
compound gates,42
xor+xnor,8
fa+ha+maj,17
buf+inv,8
flops,18
mux,5
simple gates,39
No activity file was given, so power comes from the tool's default toggle rates.
